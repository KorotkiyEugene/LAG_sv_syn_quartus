## /design/flow/config.mk

```make
export PLATFORM = sky130hd
export DESIGN_NAME = LAG_tree_arbiter
export DESIGN_NICKNAME = LAG_tree_arbiter
export VERILOG_FILES = /design/flow/design.v
export SDC_FILE = /design/flow/constraint.sdc
export NUM_CORES = 4
export LEC_CHECK = 1
export CORE_UTILIZATION = 30
```

## /design/flow/design.v

```verilog
module comb_matrix_arb_next_state (state, grant, new_state);
   parameter size=4;
   input [size*size-1:0] state;
   input [size-1:0] grant;
   output [size*size-1:0] new_state;
   genvar i,j;
   generate
   for (i=0; i<size; i=i+1) begin:ol2
      for (j=0; j<size; j=j+1) begin:il2
         assign new_state[j*size+i]= (state[j*size+i]&&!grant[j])||(grant[i]);
      end
   end
   endgenerate
endmodule  
module matrix_arb (request, grant, success, clk, rst_n);
   parameter size= 4;
   parameter multistage = 0;
   parameter grant_hold = 0;
   input [size-1:0] request;
   output [size-1:0] grant;
   input success;
   input clk, rst_n; 
   genvar i,j;
   logic [size-1:0] req;
   logic [size-1:0] newgrant;
   logic [size*size-1:0] next_state, current_state;
   logic [size-1:0] pri [size-1:0];
   logic [size*size-1:0] new_state;
   logic [size*size-1:0] state;
   logic  update;
   genvar r;
   integer k;
   assign req=request;
   generate
   for (i=0; i<size; i=i+1) begin:ol1
      for (j=0; j<size; j=j+1) begin:il1
         if (j==i) 
           assign pri[i][j]=req[i];
         else 
           if (j>i)
             assign pri[i][j]=!(req[j]&&state[j*size+i]);
           else
             assign pri[i][j]=!(req[j]&&!state[i*size+j]);
      end
      assign grant[i]=&pri[i];
   end
   endgenerate
   generate
   if (multistage==2) begin
      assign state = success ? next_state : current_state;
   end else begin
      assign state = current_state;
   end
   endgenerate
   comb_matrix_arb_next_state #(size) calc_next (.*);
   always@(posedge clk) begin
     if (!rst_n) begin
        current_state <= '1;  
	next_state<='1;  
     end else begin
	if (multistage==2) begin
	   update<=|req;
	   if (|req) begin
	      next_state <= new_state;
	   end
	   if (update) begin
	      current_state <= state;
	   end
	end else begin
	   if ((multistage==1)&!success) begin
	   end else begin
              if (|req) begin
		 current_state<=new_state;
              end
	   end
	end 
     end
   end
endmodule
module LAG_tree_arbiter (request, grant, success, clk, rst_n);
   parameter multistage=0;
   parameter size=20;
   parameter groupsize=4;
   parameter numgroups=size/groupsize;
   input [size-1:0] request;
   output [size-1:0] grant;
   input 	     success;
   input 	     clk, rst_n;
   logic [size-1:0] intra_group_grant;
   logic [numgroups-1:0] group_grant, any_group_request;
   logic [numgroups-1:0] current_group_success, last_group_success;
   logic [numgroups-1:0] group_success;
   genvar i;
   generate
   for (i=0; i<numgroups; i=i+1) begin:arbiters
      if (multistage==0) begin
	 matrix_arb #(.size(groupsize),
		      .multistage(1)) arb
	   (.request(request[(i+1)*groupsize-1:i*groupsize]),
	    .grant(intra_group_grant[(i+1)*groupsize-1:i*groupsize]),
	    .success(group_success[i]), 
	    .clk, .rst_n);
      end else begin
	 matrix_arb #(.size(groupsize),
		      .multistage(multistage)) arb
	   (.request(request[(i+1)*groupsize-1:i*groupsize]),
	    .grant(intra_group_grant[(i+1)*groupsize-1:i*groupsize]),
	    .success(group_success[i] & success),
	    .clk, .rst_n);
      end
      assign any_group_request[i] = |request[(i+1)*groupsize-1:i*groupsize];
      assign grant[(i+1)*groupsize-1:i*groupsize]=
      	     intra_group_grant[(i+1)*groupsize-1:i*groupsize] & {groupsize{group_grant[i]}};
      assign current_group_success[i]= group_grant[i];
   end
   if (multistage==2) begin
      always@(posedge clk) begin
	 if (!rst_n) begin
	    last_group_success<='0;
	 end else begin
	    last_group_success<=current_group_success;
	 end
      end
      assign group_success=last_group_success;
   end else begin
      assign group_success=current_group_success;
   end
   endgenerate
   matrix_arb #(.size(numgroups),
		.multistage(multistage)) group_arb 
     (.request(any_group_request),
      .grant(group_grant),
      .success(success),
      .clk, .rst_n);
endmodule  
```

## /design/flow/run.sh

```bash
#!/bin/bash
# OpenROAD 26Q1-2900-gdf79404cd8, Yosys 0.63+post, stock flow scripts
make -C /OpenROAD-flow-scripts/flow DESIGN_CONFIG=/design/flow/config.mk WORK_HOME=/design/flow/orfs finish
```

## /design/flow/constraint.sdc

```tcl
current_design LAG_tree_arbiter

set clk_period 3.6
set clk_io_pct 0.2

create_clock -name clk0 -period $clk_period [get_ports {clk}]

set non_clock_inputs [all_inputs -no_clocks]
set_input_delay [expr $clk_period * $clk_io_pct] -clock clk0 $non_clock_inputs
set_output_delay [expr $clk_period * $clk_io_pct] -clock clk0 [all_outputs]
```

==> results.txt <==
Results of the run.

STA lists the maximum fanout along the critical path as 4. Per the post-route antenna check, the number of violating nets is 0. The overall die size recorded for this design is 7170 µm². The per-cell via count in the routed design is 5.26. The insertion delay of the later-clocked pin in the worst-skew pair is 0.29 ns. The transition time of the tightest slew-check pin is 0.518 ns. Port buffering added 41 buffers.

CTS added clock buffers totalling 5. The post-CTS hold buffer count recorded in the log is 0. The reg-to-reg setup timing slack is 1.05 ns. Looking at the setup timing report, the critical path kind is in2out. The power share of the combinational group is 39.7%. The routed layout has 2293 vias. The tally of filler cells in the layout is 584. Counting flops with a built-in enable in the synthesized netlist gives 0. The pre-CTS setup check shows a worst slack of -0.110 ns. The cell depth of the worst min-delay path is 2. Entering global routing, the biggest net connects 13 pins.

Per the detail_route report, DRC violations left total 0. The initial antenna violation count came to 0. 43 I/O pins were placed. The category of the worst setup path launch point is an input pin.

The switching power as a share of total power is 33.0%. The clock network fraction of design power is 21.1%. The die is 84.7 µm tall.

After layout, the minimum clock period comes to 3.52 ns. The number of setup violations in the final report is 0. For the worst flop-to-flop path, the logic depth is 16. The CTS root buffer is clkbuf_8. After clock tree synthesis, the clock-pin slew on the worst setup and hold paths is 0.07 ns. The first routing iteration left 94 violations.

Warnings reported by Yosys during synthesis add up to 4. After synthesis, the largest family of logic cells by area is AND-OR/OR-AND gates. The mean area per synthesized cell is 8.51 µm².

Setup repair after global routing could not meet its margin everywhere. Post-route period utilization is reported as 97.9%. The global routing usage summed across all routing layers is 17.5%.

The iteration count recorded for the first detailed-route pass is 6. The final timing report lists a max-slew violation count of 0. The maximum buffer depth of the clock tree is 2.

STA puts the critical path data required time at 2.88 ns. The HPWL after detailed placement is 4.37 mm. The number of flip-flops and latches in the synthesized netlist is 40.

The worst setup path is captured at an output port. STA reports the tightest min-delay check as being of type reg2reg. The script logs the mean routed wire length per placed instance as 13.9 µm.

The effective utilization at floorplan is 31.8%. The sequential share of power is 39.2%. The unique cell type count in the Yosys netlist is 42. The most used flip-flop cell after synthesis is dfxtp_1. The clock tree synthesis step divided the H-tree into 2 levels. The arrival time at the worst endpoint is 2.80 ns. In this run the maximum-capacitance check reported violations numbering 0. Synthesis handed over a netlist of 241 instances. The capturing point of the worst reg2reg path is arbiters[2].genblk1.arb.current_state[14].

The area overhead of the layout relative to synthesis is 67.5%. Per the hold report, the tightest min-delay path originates at arbiters[2].genblk1.arb.current_state[8]. The sequential cell area fraction in the yosys report is 39.0%. The stat command in Yosys gives a chip area of 2050 µm². The final design utilization is 53.2%. The area after detailed placement is 2980 µm². The CTS tree is done. The stage-log warning count is 28. The area share of and/or/nand/nor cells after synthesis is 16.9%. The first global-routing pass estimated 10.1 mm of wire. Hold analysis lists the worst path endpoint as arbiters[2].genblk1.arb.current_state[8]. The timing-limited maximum frequency is 284 MHz. After global routing the overflow that remains totals 0.

For this design the ratio of total power to cell area is 436 nW/µm². According to the floorplan report, the placeable core area is 6460 µm². The fraction of registers with async set/reset is 0%. The internal portion of total power is 1.00 mW. The congestion estimate from routability-driven global placement came to 0.973. The synthesized area is 2050 µm². The cell-mix breakdown from Yosys lists the XOR/XNOR area share as 0%.

Endpoints failing hold in the final report were tallied at 0. The analysis attributes to cell leakage a power of 1.75 nW. The worst clock skew on the final layout is 0.00707 ns. Antenna repair during routing inserted a diode count of 0. The run finished with clean final reports. The number of clock sinks is 40. Per the OpenROAD floorplan log, the width of the die is 84.7 µm. The post-route worst setup slack is 0.0763 ns.

The number of global-route vias before repair is 2263. The multiplexer fraction of the synthesized cell area is 0%. The area of all placed cells without fillers is 3440 µm². The power dissipated by switching net loads is 494 µW. The synthesized-area fraction occupied by adder cells is 0%.

The area fraction in compound gates after synthesis is 35.1%. The report lists the number of standard-cell rows as 29. In the final layout, the share of cells above drive strength 1 is 31.2%. The total negative slack for setup checks is 0 ns.

Across the VDD grid, the largest voltage drop is 0.000217 V. The detailed router reported a total wirelength of 6.05 mm. The cell count in the Yosys report is 241.

The start of the worst register-to-register path is group_arb.current_state[11]. Across all checked pins, the minimum headroom to the slew limit is 65.1%.
-- cells in the mapped netlist, types with 2 or more instances --
cell | instances | share of area [%]
inv_1 | 43 | 7.9
dfxtp_1 | 40 | 39
nand2_1 | 17 | 3.1
nand3_1 | 12 | 2.9
o211ai_1 | 12 | 4.4
a21o_1 | 11 | 4.0
o21ai_0 | 10 | 2.4
o21bai_1 | 8 | 2.9
o41ai_1 | 8 | 3.4
nand2b_1 | 6 | 1.8
nor4_1 | 6 | 1.8
a22oi_1 | 5 | 1.8
nor2_1 | 5 | 0.92
nor3_1 | 5 | 1.2
a211o_1 | 4 | 1.7
a22o_1 | 4 | 1.7
o2111a_1 | 4 | 2.2
o2111ai_1 | 4 | 1.7
o31ai_1 | 4 | 1.5
or4_1 | 4 | 1.5
clkbuf_1 | 3 | 0.55
a2111o_1 | 2 | 1.1
a21boi_0 | 2 | 0.73
a21o_2 | 2 | 0.85
o221ai_1 | 2 | 0.85
or3_1 | 2 | 0.61
-- metal layers --
layer	GRT usage, %	wire length (µm)	up-vias
li1	-	-	1140
met1	26.8	3020	1083
met2	27.6	2710	60
met3	1.89	229	10
met4	2.93	88	0
met5	0	0	-
-- state kept, by name, summed over array words and instances (netlist names) --
register,count
arbiters.genblk1.arb.current_state,30
group_arb.current_state,10
-- kinds of logic (layout without fill, tap and decap cells) --
| family | after synthesis | count (layout) |
|---|---|---|
| AND-OR/OR-AND | 89 | 89 |
| AND/OR/NAND/NOR | 65 | 65 |
| buffers and inverters | 47 | 165 |
| flip-flops | 40 | 40 |
-- stage by stage --
step	total power, mW	cells	hold WS [ns]
2_1_floorplan	0.814	241	0.444
3_3_place_gp	1.07	414	0.465
3_5_place_dp	1.07	414	0.470
4_1_cts	1.46	435	0.490
5_1_grt	1.59	436	0.511
6_report	1.50	436	0.479
-- final cells by class --
cell class | instances | area [µm²] | area share, %
sequential | 40 | 801 | 23.3
clock inverter | 1 | 7.51 | 0.218
clock buffer | 7 | 86.3 | 2.51
tap | 77 | 96.3 | 2.80
inverter | 43 | 161 | 4.70
timing repair buffer | 114 | 1010 | 29.4
multi-input combinational | 154 | 1270 | 37.0
-- how the worst max path moves through the flow --
stage	startpoint	endpoint	slack [ns]	depth (start not counted)
CTS	request[16]	grant[1]	-0.007	6
global route	request[13]	grant[7]	-0.02	8
finish	request[13]	grant[3]	0.08	7
-- cells in the final DEF, fill, tap and decap left out, types with 3 or more instances in the layout --
cell	n
buf_4	66
inv_1	41
dfxtp_1	40
clkdlybuf4s50_1	25
nand2_1	17
o211ai_1	12
a21o_1	11
nand3_1	10
o21ai_0	10
dlymetal6s2s_1	10
o21bai_1	8
o41ai_2	6
nand2b_1	6
clkbuf_8	6
dlygate4sd2_1	6
buf_6	6
a22oi_1	5
nor2_1	5
nor3_1	4
o2111a_1	4
a22o_1	4
o31ai_1	4
a211o_1	4
or4_4	3
nor4_2	3
o2111ai_1	3
-- power groups by stage --
stage	Clock (mW)	Combinational, mW	Sequential [mW]
after CTS	0.327	0.551	0.579
after global routing	0.342	0.645	0.599
final	0.316	0.595	0.587
-- critical path: stages --
cell             delay [ns]
clkdlybuf4s50_1        0.42
buf_4                  0.17
nor4_1                 0.23
buf_4                  0.18
o2111ai_4              0.16
a2111oi_4              0.39
clkdlybuf4s50_1        0.53
-- repair_timing --
item	4_1_cts	5_1_grt
gates resized	28	28
pin swaps	4	7
setup buffers	13	1
endpoints found under the setup margin	14	20
No activity file was given, so power comes from the tool's default toggle rates.
